### flow/run.sh
#!/bin/bash
# OpenROAD 26Q1-2900-gdf79404cd8, Yosys 0.63+post, stock flow scripts
make -C /OpenROAD-flow-scripts/flow DESIGN_CONFIG=/design/flow/config.mk WORK_HOME=/design/flow/orfs finish
### flow/config.mk
export PLATFORM = sky130hd
export DESIGN_NAME = am
export DESIGN_NICKNAME = am
export VERILOG_FILES = /design/flow/design.v
export SDC_FILE = /design/flow/constraint.sdc
export NUM_CORES = 4
export LEC_CHECK = 1
export CORE_UTILIZATION = 30
### flow/constraint.sdc
current_design am

set clk_period 7.5
set clk_io_pct 0.2

create_clock -name clk0 -period $clk_period [get_ports {clk}]

set non_clock_inputs [all_inputs -no_clocks]
set_input_delay [expr $clk_period * $clk_io_pct] -clock clk0 $non_clock_inputs
set_output_delay [expr $clk_period * $clk_io_pct] -clock clk0 [all_outputs]
### flow/design.v
module am(
    input clk,
    input [7:0] envelope,
    input signed [11:0] waveIn,
    output reg [11:0] waveOut
);
    reg signed [8:0] signedEnvelope;
    reg signed [11:0] signedWaveIn;
    reg signed [19:0] waveScaled;
    always_ff @ (posedge clk) begin
        signedEnvelope = {1'b0, envelope};
        signedWaveIn = waveIn - 12'd2048;
        waveScaled = (signedWaveIn * signedEnvelope);
        waveOut <= ((waveScaled >> 8) + 12'd2048); 
    end
endmodule
==> notes.md <==
Implementation results. The final weighted congestion recorded by global placement is 0.806. By instance count after routing, the leading logic cell types are sky130_fd_sc_hd__inv_1 (101), sky130_fd_sc_hd__fa_1 (75), sky130_fd_sc_hd__nand2_1 (46). Number of warnings printed during yosys synthesis landed at 1. The most common logic cell in the final layout is sky130_fd_sc_hd__inv_1. Number of pins exceeding their max-slew limit in the final report landed at 0.

Worst-case headroom to the max-slew limit landed at 67.0%. The main area contributors are sky130_fd_sc_hd__fa_1 (43%), sky130_fd_sc_hd__ha_1 (13%), sky130_fd_sc_hd__inv_1 (11%). Global-route wire length before repair landed at 12,200 µm.

The largest registers in the layout are waveOut (12). The DRC violation total left in the routed layout is recorded as 0. The synthesis report names the predominant flop master as sky130_fd_sc_hd__dfxtp_1.

Total of endpoints with negative setup slack in the final report landed at 0. Post-CTS repair changed the size of 0 cells. CTS clock-pin slew for the worst setup and hold paths landed at 0.04 ns.

Buffer count from post-CTS setup fixing landed at 0. Yosys cell count landed at 385. Setup repair after global routing left no endpoint under its margin. Across all layers, the routed design uses 2,414 vias.

Count of pins on the block boundary landed at 33. The critical path's slowest stage uses the library cell sky130_fd_sc_hd__clkdlybuf4s50_1. Broken down by cell family, the worst path's largest delay share belongs to adder cells. Floorplan die width landed at 110 µm. The run finished with clean final reports. Entering global routing, the biggest net connects 13 pins. The synthesized instance count is 385. The chip occupies 12,100 µm².

Tally of max-capacitance violations landed at 0. From bottom edge to top edge, the die measures 110 µm. The timing report shows the most common cell along the critical path to be sky130_fd_sc_hd__fa_1. Area of all placed cells without fillers landed at 4050 µm². In this build the clock could be raised as far as 166 MHz. Mean routed wirelength per cell landed at 11.6 µm. Post-route setup TNS landed at 0 ns. The design draws 1.19 mW. Clock tree synthesis found a total of 12 sinks. Total detailed-routing wirelength landed at 6460 µm. The detail route stage leaves a number of antenna-violating nets equal to 0. Pre-placement core utilization landed at 30.7%. Number of placed cells counting well taps landed at 552. Total half-perimeter wirelength after legalization and detailed placement landed at 5630 µm.

Transition time at the pin with the least slew margin landed at 0.494 ns. Static leakage power landed at 2.06 nW. Global route total overflow landed at 0.

Per the post-synthesis stats, the area per cell is 9.07 µm². Maximum ir drop on the vdd rail landed at 0.000298 V. More flip-flops sit in one register than any other, and that register is waveOut. The worst setup path is captured at a register. Area added between synthesis and finish landed at 16.0%.

Detailed-route iteration 0 reported a violation count of 48. Looking at area per cell type in the netlist, the leader is sky130_fd_sc_hd__fa_1. No sink is reached through more buffers than the 2 on the longest clock path. Largest fanout on the critical path landed at 12.

The required time at the worst endpoint is listed as 7.61 ns. Quantity of I/O buffers inserted on ports landed at 32. In this run the worst hold path is classified as register to output port. Number of inserted filler cells in the final layout landed at 1,159. Via count of the first global-routing pass landed at 2,744.

Number of standard cells in the layout, taps in and fillers out landed at 556. Cells with a size suffix above 1 make up 2.66% of the layout. In this run the number of H-tree levels came out at 1.

According to the floorplan report, the placeable core area is 11,400 µm². Async set-reset flop share out of synthesis landed at 0%. The register with the most flip-flops in the layout has 12 of them. Share of the cycle needed by the critical path after routing landed at 80.6%. Endpoints failing hold in the final report were tallied at 0. Area share of the largest cell type after synthesis landed at 43.0%. Count of library flops with an enable pin landed at 0. Buffers inserted during clock tree synthesis total 3. Row generation in the floorplan step produced 39 rows.

The area recorded from the Yosys report for this design is 3490 µm². Count of cell types in the netlist landed at 31. The initial antenna violation count came to 0.

For reference, the most critical setup path is categorized as primary input to register. Via count normalized by instance count landed at 4.34. Count of inserted antenna diode cells landed at 0.

STA classifies the critical path startpoint as a primary input. The smallest clock period supported by the final layout is computed as 6.04 ns. Count of buffer and inverter cells on the critical path landed at 4. Summing all flip-flop and latch instances after layout gives 240 µm². Footprint of the multi-input gates landed at 2840 µm². Power per standard cell area landed at 294 nW/µm².

Count of state elements after synthesis landed at 12. Length of the first detailed-routing pass in iterations landed at 4. Per STA, the worst path is made up of clkdlybuf4s50_1 -> nand2b_1 -> fa_1 -> inv_1 -> fa_1 -> fa_1 -> inv_1 -> fa_1 -> inv_1 -> ha_1 -> a211oi_2 -> a21oi_1 -> a2111oi_2 -> nor3_1.

Cell area reported after detailed placement landed at 3960 µm². CTS placed an instance of sky130_fd_sc_hd__clkbuf_16 at the clock tree root. For this design, the CTS-stage hold fixing added 0 buffers.

For this run, the register share of the synthesized area comes to 6.88%. Summed instance area of the synthesized netlist landed at 3490 µm². Total global-route track usage landed at 13.5%. Data arrival at the endpoint of the critical path landed at 6.16 ns. On the worst path, the slowest cell contributes a delay of 0.73 ns. TritonCTS built the clock tree. Total number of warnings across the stage logs landed at 25.
-- routing by layer --
layer,part of all wire (%),track usage (%),vias up
li1,-,-,1184
met1,45,18.8,1181
met2,49,23.3,45
met3,5.5,3.14,4
met4,0.76,0.762,0
met5,0,0,-
-- synth_stat cells (all sizes together), types with 2 or more instances --
master and number:
nand3 2, a21oi 10, nor2 7, clkbuf 8
a21o 3, nor2b 2, nand2b 8, nor3 2
and2 45, o21a 2, xnor2 10, a31oi 2
nand2 46, xor2 4, ha 35, inv 101
fa 75, and3 2, dfxtp 12
-- metrics by stage --
stage	setup slack, ns	util, %	hold slack (ns)
6_report	1.46	35.6	2.41
5_1_grt	1.10	35.6	2.45
4_1_cts	1.42	35.6	2.42
3_5_place_dp	1.19	34.9	2.16
3_3_place_gp	1.27	34.9	2.16
2_1_floorplan	1.94	-	1.76
-- cell type report --
class                      count  area share, %
clock buffer                   4           2.19
inverter                     101           9.36
multi-input combinational    264           70.2
sequential                    12           5.93
tap                          143           4.42
timing repair buffer          32           7.91
-- logic make-up (layout without fill, tap and decap cells) --
kind of cell    after synthesis  count (layout)  synth area share (%)
simple gates                117             117                  17.6
fa+ha+maj                   110             110                  55.5
flops                        12              12                  6.88
compound gates               23              23                  4.76
xor+xnor                     14              14                  3.51
buf+inv                     109             137                  11.7
-- path summary, 6_finish.rpt --
| kind | from | to | slack (ns) | cells past startpoint |
|---|---|---|---|---|
| worst min-delay path | waveOut[0]$_DFF_P_ | waveOut[0] | 2.41 | 1 |
| worst max-delay path | envelope[1] | waveOut[11]$_DFF_P_ | 1.46 | 14 |
-- power by group --
group          internal, mW  switching [mW]
Clock                0.0805          0.0276
Sequential            0.113         0.00838
Combinational         0.461           0.500
Total                 0.655           0.536
Power and IR drop assume default switching activity.
