==> /design/flow/design.v <==
module waveGen(
    input clk, rst,
    input [7:0] control,
    input [11:0] pw,
    input [11:0] noiseIn,
    input [23:0] waveIn,
    output reg [11:0] waveOut 
);
    reg [11:0] sawtooth;
    reg [11:0] pulse;
    reg [11:0] noise;
    reg [11:0] triangle;
    always_comb begin
        triangle = {waveIn[22:12] ^ waveIn[23], 1'b0};
        pulse = waveIn[23:12] < pw ? 12'd1 : 12'd0;
        sawtooth = waveIn[23:12];
        noise = noiseIn;
    end
    always_comb begin
        case(control[7:4])
            4'b1000: waveOut = noise;
            4'b0100: waveOut = pulse;
            4'b0010: waveOut = sawtooth;
            4'b0001: waveOut = triangle;
            default: waveOut = 12'd0;
        endcase
    end
endmodule
==> /design/flow/run.sh <==
#!/bin/bash
# OpenROAD 26Q1-2900-gdf79404cd8, Yosys 0.63+post, stock flow scripts
make -C /OpenROAD-flow-scripts/flow DESIGN_CONFIG=/design/flow/config.mk WORK_HOME=/design/flow/orfs finish
==> /design/flow/config.mk <==
export PLATFORM = sky130hd
export DESIGN_NAME = waveGen
export DESIGN_NICKNAME = waveGen
export VERILOG_FILES = /design/flow/design.v
export SDC_FILE = /design/flow/constraint.sdc
export NUM_CORES = 4
export LEC_CHECK = 1
export CORE_AREA = 10 10 70 70
export DIE_AREA = 0 0 80 80
==> /design/flow/constraint.sdc <==
current_design waveGen

set clk_period 4.3
set clk_io_pct 0.2

create_clock -name clk0 -period $clk_period

set non_clock_inputs [all_inputs -no_clocks]
set_input_delay [expr $clk_period * $clk_io_pct] -clock clk0 $non_clock_inputs
set_output_delay [expr $clk_period * $clk_io_pct] -clock clk0 [all_outputs]
==> impl_metrics.csv <==
group,metric,value,unit
drt,drtIter0Drc,65,
finish,clkbuf_count,0,
place,place_congestion,0.743,
timing,fin_ws,624,ps
drt,drc_errors,0,
global_route,antenna_found_initial,0,
drt,vias,731,
synth,synthDistinctLibCells,22,
synth,yosys.stat.seqShare,0,%
timing,hold_viol_final,0,
worst_setup_path,required,3440,ps
finish,fin_area,1140,um^2
worst_setup_path,crit_path_end_kind,"primary output",
die,core_area,3420,um^2
die,io_pins,70,
finish,seq_cell_count,0,
global_route,grt_usage,6.67,%
timing,max_freq,272,MHz
synth,ys_chip_area,558,um^2
power_and_ir_drop,total_leakage_power,0.541,nW
timing,fin_setup_tns,0,ps
global_route,grt_overflow,0,
global_route,grt_max_degree,13,
power_and_ir_drop,power.density,78.2,nW/um^2
finish,seq_area,0,um^2
timing,post-route-period-util,85.5,%
clock_tree,post_cts_buffers,0,
drt,post_drt_wl_per_cell,13.7,um
finish,n_fill_cell,355,
timing,rsz0062_at_grt,"false",
drt,routed_wl,2.31,mm
die,fp.dieW,80,um
die,die-area,6400,um^2
clock_tree,cts_resized,0,
finish,layout.cells.most_common,"clkdlybuf4s50_1",
synth,yosysCellCount,70,
timing,drv_slew,0,
synth,avgSynthCellArea,7.97,um^2
timing,worstMarginPinSlew,281,ps
drt,viasPerCell,4.35,
drt,first_pass_iters,6,
timing,slew_headroom,81.1,%
place,dp_hpwl,1.99,mm
drt,ant_nets,0,
global_route,grt_pass1_wl,3.57,mm
global_route,grt_pass1_vias,732,
flow_run,warnings,50,
timing,setup_viol,0,
die,fp_util,16.3,%
power_and_ir_drop,vdd_drop_max,0.0185,mV
place,dp_worst_setup_slack,584,ps
finish,area_delta_synth_final,104,%
synth,ys.warnings.count,1,
worst_setup_path,startpoint_type,"input pin",
finish,drive_gt1_share,7.38,%
worst_setup_path,crit_path_max_fanout,3,
hold_path,hold_class,"input pin to primary output",
finish,layout_top_cells,"clkdlybuf4s50_1 (52), inv_1 (22), a222oi_1 (11), ha_1 (11)",
power_and_ir_drop,total_power,0.0889,mW
status,status,"completed",
timing,min_period,3680,ps
die,die_h,80,um
synth,synth_area,558,um^2
drt,antenna-diode-count,0,
worst_setup_path,arrival,2820,ps
place,place_area,1140,um^2
die,rows,21,
worst_setup_path,critical_path_class,"input pin to primary output",
place,port_buffers,52,
synth,syn_inst,70,
clock_tree,hold_buffers,0,
flow_run,drv_cap,0,
cell usage after synthesis:
master     count  area share (%)
inv_1         22              15
a222oi_1      11              20
ha_1          11              25
a21oi_1        3             2.7
nor4b_2        3             8.1
a21o_1         2             2.7
buf_2          2             1.8
nand4_1        2             2.2
a2111oi_4      1             4.9
a22oi_1        1             1.3
buf_6          1             2.0
nand2b_1       1             1.1
nand2b_4       1             2.5
nand3_1        1            0.90
nor2_1         1            0.67
nor2b_1        1             1.1
nor4_1         1             1.1
o21a_1         1             1.3
o31ai_1        1             1.3
o31ai_2        1             2.2
or2_1          1             1.1
xor2_1         1             1.6
report_power, final:
part	total (mW)	switching (mW)	leakage, nW	internal [mW]
sequential	0	0	0	0
clock	0	0	0	0
combinational	0.0889	0.0297	0.541	0.0592
cells by family (layout without fill, tap and decap cells):
kind of cell / after synthesis / after routing / synth area share [%]
AOI/OAI and AO/OA: 21 / 21 / 36.3
buffers and inverters: 25 / 77 / 18.6
adders and majority gates: 11 / 11 / 24.7
and+or+nand+nor: 12 / 12 / 18.8
xor gates and xnor gates: 1 / 1 / 1.57
routing by layer:
layer  up-vias  global-route usage, %  part of all wire (%)
met5         -                      0                     0
met4         0                      0                     0
met3         0                   1.59                   8.0
met2        27                   11.3                    50
met1       329                   8.83                    42
li1        375                      -                     -
critical path: stages:
cell             delay (ps)
clkdlybuf4s50_1         470
ha_1                    330
nand4_1                 120
or2_1                   250
o31ai_1                 270
o31ai_2                  80
clkdlybuf4s50_1         430
per-stage QoR:
| stage | instances | hold WS [ps] | utilization (%) |
|---|---|---|---|
| after floorplan | 70 | 1790 | - |
| after global placement | 168 | 2750 | 33.3 |
| after detailed placement | 168 | 2760 | 33.3 |
| after CTS | 168 | 2760 | 33.3 |
| after global routing | 168 | 2800 | 33.3 |
| final | 168 | 2750 | 33.3 |
final cells by class:
cell class / count / area, um^2 / share of cell area [%]
Tap cell: 46 / 57.6 / 5.06
Inverter: 22 / 82.6 / 7.26
Multi-Input combinational cell: 45 / 454 / 39.9
Timing Repair Buffer: 55 / 543 / 47.7
final timing paths:
check	from	end	depth (start not counted)
setup / recovery	waveIn[23]	waveOut[0]	7
hold / removal	noiseIn[3]	waveOut[3]	4
Power is estimated from default activity; no workload was simulated.
